File: /design/flow/design.v
`timescale 1ns / 1ps
module regfile(write_data,
                          read_data_1, read_data_2,
                          read_sel_1, read_sel_2,
                          write_address, RegWrite, clk
    );
    parameter data_width = 32;
    parameter select_width = 5;
    input clk, RegWrite;
    input [data_width-1:0] write_data;
    input [select_width-1:0] read_sel_1, read_sel_2, write_address;
    output [data_width-1:0] read_data_1, read_data_2;
    reg [data_width-1:0] register_file [0:data_width-1];
    assign read_data_1 = register_file[read_sel_1];
    assign read_data_2 = register_file[read_sel_2];
    always @( posedge clk ) begin
        if (RegWrite) begin
            register_file[write_address] <= write_data;
        end
    end
endmodule
File: /design/flow/run.sh
#!/bin/bash
# OpenROAD 26Q1-2900-gdf79404cd8, Yosys 0.63+post, stock flow scripts
make -C /OpenROAD-flow-scripts/flow DESIGN_CONFIG=/design/flow/config.mk WORK_HOME=/design/flow/orfs finish
File: /design/flow/config.mk
export PLATFORM = sky130hd
export DESIGN_NAME = regfile
export DESIGN_NICKNAME = regfile
export VERILOG_FILES = /design/flow/design.v
export SDC_FILE = /design/flow/constraint.sdc
export NUM_CORES = 4
export LEC_CHECK = 1
export CORE_UTILIZATION = 30
File: /design/flow/constraint.sdc
current_design regfile

set clk_period 6.4
set clk_io_pct 0.2

create_clock -name clk0 -period $clk_period [get_ports {clk}]

set non_clock_inputs [all_inputs -no_clocks]
set_input_delay [expr $clk_period * $clk_io_pct] -clock clk0 $non_clock_inputs
set_output_delay [expr $clk_period * $clk_io_pct] -clock clk0 [all_outputs]
==> flow_metrics.tcl <==
# metrics dict for downstream scripts
set metrics [dict create \
    status "finished clean" \
    ys_types 23 \
    post_drt_wl_per_cell_um 26.7 \
    setup_violations 0 \
    numPortBuffers 112 \
    postSynthSeqShare_pct 63.0 \
    final_max_slew_viol_count 0 \
    cts_buffers 102 \
    cp_slowest_cell "clkdlybuf4s50_1" \
    rsz0062_at_grt "false" \
    cts_resized 0 \
    worstSetupStartpoint "read_sel_1[0]" \
    period_used_pct 90.3 \
    whs_ps 1350 \
    n_antenna_cell 0 \
    ir_drop_mv 0.217 \
    die-width_um 405 \
    grt_pass1_wl_um 219000 \
    crit_arrival_ps 4500 \
    top_regs "register_file: 1024 flops" \
    edf_count 1024 \
    rows 147 \
    cts_tree "done" \
    clock.fmax_ghz 0.173 \
    antenna_found_initial 9 \
    pre_cts_slack_ps 653 \
    gp_congestion 0.888 \
    tns_ps 0 \
    grtUsageMet1_pct 23.1 \
    ff_type "edfxtp_1" \
    synthCells 3386 \
    cts_setup_buffers 0 \
    cp-start-kind "primary input" \
    cp_cell_sequence "clkdlybuf4s50_1, nor2b_4, buf_4, a22o_1, nor3_1, a31oi_1, nand3_1, clkdlybuf4s50_1" \
    wl_um 154000 \
    hold_violations 0 \
    synthToLayoutAreaGrowth_pct 15.4 \
    ant_nets 0 \
    end_kind "output port" \
    cp_common_cell "clkdlybuf4s50_1" \
    grt-busiest-layer "met2" \
    ctsLongestPathBuffers 3 \
    hold_class "in -> reg" \
    cts-root-buf "clkbuf_16" \
    core_area_sq_um 161000 \
    overflow 0 \
    grt_max_degree 75 \
    clk_pin_slew_ps 60 \
    ff_latch_area_sq_um 30700 \
    initCoreUtil_pct 30.3 \
    largest_reg_flops 1024 \
    grt_use_total_pct 19.5 \
    fill_cells 15100 \
    grt_use_met3_pct 12.2 \
    chipArea_sq_um 164000 \
    warnings 26 \
    regMostFlops "register_file" \
    grt_pass1_vias 32300 \
    relSlewSlack_pct 32.9 \
    worst_slack_ps 620 \
    min_period_ps 5780 \
    drtIter0Drc 1975 \
    required_ps 5120 \
    tightest_slew_ps 1000 \
    avgSynthCellArea_sq_um 14.4 \
    cpPeakStageDelay_ps 720 \
    vias 31100 \
    drt_first_pass_iters 5 \
    pin_count 113 \
    worstSetupPathType "in -> out" \
    post-route-drc-count 0 \
    clock-sinks 1024 \
    synth_area_sq_um 48800 \
    yosysWarnings 1 \
    powerDensity_nw_per_um2 262 \
    async_flop_share_pct 0 \
    yosysChipArea_sq_um 48800 \
    grt.met2_usage_pct 29.4 \
    synth_flops 1024 \
    maxCapViolCount 0 \
    cts-htree-levels 3 \
    yosys-stat-cells 3386 \
    viasPerCell 5.40 \
    logic_area_sq_um 16800 \
    hp-start "write_data[1]" \
    drive_gt1_share_pct 10.2 \
    die_y_um 405 \
    ctsHoldBuffers 0 \
    dpl.hpwl_um 88900 \
    leakage_nw 20.4 \
    crit_fanout 29 \
]
synthesized netlist by cell type (3+ instances only):
cell,n,area [sq um]
edfxtp_1,1024,30700
mux2i_1,1024,10200
nand2_1,195,732
nand3_1,194,971
a21oi_1,192,961
a22oi_1,192,1440
a22o_1,128,1120
clkbuf_1,86,323
buf_2,70,350
a31oi_1,64,400
nor3_1,64,320
buf_4,47,353
buf_6,45,507
nor2_1,35,131
nand3b_1,5,37.5
clkbuf_4,4,30.0
nand2b_1,4,25.0
nor2b_1,4,25.0
or3b_2,3,26.3
report_power, final:
part           internal (mW)  switching, mW  total, mW
combinational          0.547          0.867       1.41
sequential              7.46         0.0315       7.49
clock                   3.25           2.59       5.84
total                   11.3           3.48       14.7
final cells by class:
cell class,count,share of cell area [%]
Multi-Input combinational cell,2109,29.8
Sequential cell,1024,54.6
Clock buffer,130,4.76
Tap cell,2160,4.80
Clock inverter,54,0.958
Timing Repair Buffer,287,5.05
final timing paths:
path,end,cells past startpoint
max,read_data_1[30],8
min,register_file[26][1],2
placed cells by master, fill, tap and decap left out, types with 3 or more instances in the layout:
cell type and count:
a22oi_1 192, nand2b_2 4, clkinv_1 19, a22o_1 128, nand3b_1 5, clkbuf_1 27
a21oi_1 192, nor3_1 64, bufinv_16 7, or3b_2 3, a31oi_1 64, clkdlybuf4s50_1 110
nor2b_4 4, nand3_1 194, clkinv_16 3, buf_4 143, mux2i_1 1024, nor2_4 34
edfxtp_1 1024, buf_12 32, clkbuf_16 103, nand2_1 193, clkinv_2 18
cells by family (layout without fill, tap and decap cells):
kind of cell,Yosys count,count (layout),share of synthesized area [%]
flops,1024,1024,63.0
compound gates,576,576,8.04
buf+inv,253,471,3.21
simple gates,509,509,4.71
mux,1024,1024,21.0
stage by stage:
step	cell area [sq um]	util (%)	instances	total power, mW
after CTS	56300	35.0	5764	14.8
final	56300	35.0	5764	14.7
after global routing	56300	35.0	5764	15.2
after floorplan	48800	-	3386	8.40
after detailed placement	53100	33.0	5580	9.04
after global placement	53100	33.0	5580	9.04
critical path: cells and delay by family:
kind	cells	cell delay, ps
AND-OR/OR-AND	2	460
AND/OR/NAND/NOR	3	980
buffers and inverters	3	1740
routing by layer:
layer	routed length, um	share of wire (%)	vias to the layer above
met2	70000	46	1831
met1	54900	36	15300
met3	22300	15	335
li1	-	-	13700
met5	226	0.15	-
met4	6330	4.1	18
Power figures rest on the tool's default switching activity, not on a simulated workload.
